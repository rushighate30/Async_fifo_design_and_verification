`design.v`:
```
module Async_FIFO#(parameter DATA_WIDTH = 8, DEEP_WIDTH = 8)
  (rst_n, wr_clk, wr_en, rd_clk, rd_en, data_in, data_out, fifo_full, fifo_empty);
      input rst_n;
       input rd_clk, rd_en;
       output [DATA_WIDTH-1:0] data_out;
       output fifo_empty;
       input wr_clk, wr_en;
       input [DATA_WIDTH-1:0]data_in;
       output fifo_full;
         function integer clog2;
             input integer deep_value;
             integer i;
             begin
                clog2 = 0;
                 for( i = deep_value-1; i > 0; i = i >> 1)begin  
                     clog2 = clog2 + 1;
                 end
             end
         endfunction 
         localparam ADD_WIDTH = clog2(DEEP_WIDTH);
    wire rd_rst = rst_n;
    wire wr_rst = rst_n;
        wire [ADD_WIDTH:0] rd_addrs;
        wire [ADD_WIDTH:0] rd_ptr_bin_gry;
        wire [ADD_WIDTH:0] rd_gry_sync;
        wire [ADD_WIDTH:0] wr_addrs;
        wire [ADD_WIDTH:0] wr_ptr_bin_gry;
        wire [ADD_WIDTH:0] wr_gry_sync;
    FIFO #(.DATA_WIDTH(DATA_WIDTH), .ADD_WIDTH(ADD_WIDTH), .DEEP_WIDTH(DEEP_WIDTH))
    FIFO_MEM(
           .wr_clk(wr_clk),
           .rd_clk(rd_clk),
           .rst_n(rst_n),
           .wr_addrs(wr_addrs),
           .rd_addrs(rd_addrs),
           .data_in(data_in),
           .data_out(data_out)
          );
 fifo_write #(.ADD_WIDTH(ADD_WIDTH))
    write_fifo(
     .wr_clk(wr_clk),
     .wr_rst(wr_rst),
     .wr_en(wr_en),
     .rd_gry_sync(rd_gry_sync),     
     .wr_addrs(wr_addrs),
     .fifo_full(fifo_full), 
     .wr_ptr_bin_gry(wr_ptr_bin_gry)
     );  
 write_2FF #(.ADD_WIDTH(ADD_WIDTH))
 write_2ff1(.wr_2ff_in(wr_ptr_bin_gry), .wr_2ff_sync(wr_gry_sync), .wr_clk(wr_clk), .wr_rst(wr_rst));
    fifo_read #(.ADD_WIDTH(ADD_WIDTH))
     read_fifo(.rd_clk(rd_clk), 
          .rd_rst(rd_rst),
          .rd_en(rd_en), 
          .wr_gry_sync(wr_gry_sync),    
          .rd_addrs(rd_addrs), 
          .rd_ptr_bin_gry(rd_ptr_bin_gry), 
          .fifo_empty(fifo_empty)
      );     
  read_2FF #(.ADD_WIDTH(ADD_WIDTH))
  read_2ff1(.rd_2ff_in(rd_ptr_bin_gry), .rd_2ff_sync(rd_gry_sync), .rd_clk(rd_clk), .rd_rst(rd_rst));
endmodule
module FIFO#(parameter DATA_WIDTH = 8, DEEP_WIDTH = 16, ADD_WIDTH = 3)
     (wr_clk, rd_clk, rst_n, wr_addrs, rd_addrs, data_in, data_out);
     input wr_clk;
     input rst_n;
     input rd_clk;
     input [ADD_WIDTH-1:0] wr_addrs;
     input [ADD_WIDTH-1:0] rd_addrs;
     input [DATA_WIDTH-1:0] data_in;
     output reg [DATA_WIDTH-1:0] data_out;
     reg [DATA_WIDTH-1:0] fifo_mem [0:DEEP_WIDTH-1];   
     integer i = 0;
     always @(posedge wr_clk or negedge rst_n)begin
          if(~rst_n)begin
            for( i=0; i<(DEEP_WIDTH); i = i + 1)
              fifo_mem[i] <= 8'b0;
          end else begin
             fifo_mem[wr_addrs] <= data_in;             
          end
     end
     always @(posedge rd_clk or negedge rst_n)begin
        if(~rst_n) begin
          data_out <= 8'b0;
        end
        else begin
          data_out <= fifo_mem[rd_addrs];             
        end
     end
endmodule
module fifo_read #(parameter ADD_WIDTH = 3)
(rd_clk, rd_rst, rd_en, wr_gry_sync, rd_addrs, rd_ptr_bin_gry, fifo_empty);
	input rd_clk, rd_rst;
	input rd_en;
	input [ADD_WIDTH:0] wr_gry_sync;   
	output [ADD_WIDTH-1:0] rd_addrs;     
	output reg [ADD_WIDTH:0] rd_ptr_bin_gry;
	output fifo_empty;                      
	reg [ADD_WIDTH:0] rd_ptr_bin;    
	wire [ADD_WIDTH:0] rd_ptr_bin_next = rd_ptr_bin + 1'b1;
	assign rd_addrs =  rd_ptr_bin[ADD_WIDTH-1:0]; 
   wire [ADD_WIDTH:0] rd_ptr_bin_next_gry = bin_gry_f(rd_ptr_bin_next);
	assign fifo_empty = (rd_ptr_bin_next_gry == wr_gry_sync);   
    function automatic [ADD_WIDTH:0] bin_gry_f(input logic [ADD_WIDTH:0] bin);
    	  integer k;
    		begin
    			bin_gry_f[ADD_WIDTH] = bin[ADD_WIDTH];
    			for (k = ADD_WIDTH-1; k >= 0; k = k-1)
    				bin_gry_f[k] = bin[k+1] ^ bin[k];
    		end
    endfunction
	always @(posedge rd_clk or negedge  rd_rst)begin
		if(~rd_rst)begin
			rd_ptr_bin <= 0;
			rd_ptr_bin_gry <= 0;
		end
		else if(rd_en && !fifo_empty)begin
			 rd_ptr_bin <= rd_ptr_bin + 1'b1;
          rd_ptr_bin_gry <= rd_ptr_bin_next_gry;
		end
		else begin
			rd_ptr_bin = rd_ptr_bin;
			rd_ptr_bin_gry = rd_ptr_bin_gry;
		end
	end
endmodule 
module fifo_write #(parameter ADD_WIDTH = 3 )
(wr_clk, wr_rst, wr_en, rd_gry_sync, wr_addrs, fifo_full, wr_ptr_bin_gry);     
	input wr_clk, wr_rst, wr_en;
	input [ADD_WIDTH:0] rd_gry_sync;  
	output [ADD_WIDTH-1:0] wr_addrs;  
	output reg [ADD_WIDTH:0] wr_ptr_bin_gry;
	output fifo_full;
	reg [ADD_WIDTH:0] wr_ptr_bin;   
	wire [ADD_WIDTH:0] wr_ptr_bin_next = wr_ptr_bin + 1'b1;
   assign wr_addrs = wr_ptr_bin[ADD_WIDTH-1:0];    
   wire [ADD_WIDTH:0] wr_ptr_bin_grya_next = bin2gry_f(wr_ptr_bin_next);
   assign  fifo_full = ({~wr_ptr_bin_grya_next[ADD_WIDTH-1], wr_ptr_bin_grya_next[ADD_WIDTH-2:0]} == rd_gry_sync);   
	function automatic [ADD_WIDTH:0] bin2gry_f(input [ADD_WIDTH:0] bin);
		integer k;
		begin
		bin2gry_f[ADD_WIDTH] = bin[ADD_WIDTH];
		for( k= ADD_WIDTH-1; k >= 0; k = k-1)
			 bin2gry_f[k] = bin[k+1] ^ bin[k];
		end
	endfunction
	always @(posedge wr_clk or negedge wr_rst)begin
	    if(~wr_rst)begin
	    	wr_ptr_bin <= 0;
	    	wr_ptr_bin_gry <= 0;
	    end
	    else if( wr_en && !fifo_full)begin
		    	  wr_ptr_bin <= wr_ptr_bin + 1'b1;
		    	  wr_ptr_bin_gry <= wr_ptr_bin_grya_next;
       end
       else begin
		       	wr_ptr_bin = wr_ptr_bin;
		       	wr_ptr_bin_gry <= wr_ptr_bin_gry;
       end
   end
endmodule 
module read_2FF #(ADD_WIDTH = 3)
   ( rd_2ff_in, rd_2ff_sync, rd_clk, rd_rst);
	input rd_clk, rd_rst;
	input [ADD_WIDTH:0] rd_2ff_in;
	output reg [ADD_WIDTH:0] rd_2ff_sync;
	reg [ADD_WIDTH:0] rd_2ff;   
	always @(posedge rd_clk or negedge rd_rst) begin
		if(~rd_rst) begin
            rd_2ff <= 0;
	end else begin
		{rd_2ff_sync, rd_2ff} <= { rd_2ff_in, rd_2ff };
   end
  end
endmodule 
module write_2FF #(ADD_WIDTH = 3)(
    wr_2ff_in, wr_2ff_sync, wr_clk, wr_rst);
	input wr_clk, wr_rst;
	input [ADD_WIDTH:0]wr_2ff_in;
	output reg [ADD_WIDTH:0] wr_2ff_sync;
	reg [ADD_WIDTH:0] wr_2ff;   
	always @(posedge wr_clk or negedge wr_rst) begin
		if(~wr_rst) begin
            wr_2ff <= 0;
	end else begin
		{wr_2ff_sync, wr_2ff} <= {wr_2ff_in, wr_2ff };
   end
  end
endmodule 
```
`run.sh`:
```
#!/bin/bash
# OpenROAD 26Q1-2900-gdf79404cd8, Yosys 0.63+post, stock flow scripts
make -C /OpenROAD-flow-scripts/flow DESIGN_CONFIG=/design/flow/config.mk WORK_HOME=/design/flow/orfs finish
```
`config.mk`:
```
export PLATFORM = sky130hd
export DESIGN_NAME = Async_FIFO
export DESIGN_NICKNAME = Async_FIFO
export VERILOG_FILES = /design/flow/design.v
export SDC_FILE = /design/flow/constraint.sdc
export NUM_CORES = 4
export LEC_CHECK = 1
export CORE_UTILIZATION = 30
```
`constraint.sdc`:
```
current_design Async_FIFO

set clk_period 3.6
set clk_io_pct 0.2

create_clock -name clk0 -period $clk_period [get_ports {rd_clk}]
create_clock -name clk1 -period $clk_period [get_ports {wr_clk}]

set non_clock_inputs [all_inputs -no_clocks]
set_input_delay [expr $clk_period * $clk_io_pct] -clock clk0 $non_clock_inputs
set_output_delay [expr $clk_period * $clk_io_pct] -clock clk0 [all_outputs]
```
==> GITHUB_STEP_SUMMARY <==
### Metrics collected by this job

| Metric | Value |
|---|---|
| Vias in the first global route | 2644 |
| YS warnings | 10 |
| Fill count | about 1300 |
| RSZ-0062 raised after global routing | no |
| Outcome | finished, final reports clean |
| Number of port buffers | 21 |
| Placed Cells incl. Taps | roughly 500 |
| Clock transition at the registers of the reported paths | 60 ps |
| R2R depth | 6 |
| Final wirelength | a little under 9000 um |
| Top cells by area | dfrtp_1, mux2_2, edfxtp_1 |
| Die Size | about 0.015 mm^2 |
| Final hold vios | 0 |
| Synth Seq Share | 55.89% |
| Crit Path Class | reg -> out |
| Post-place setup slack | roughly 410 ps |
| Startpoint Class | flip-flop |
| MUX share of area | roughly a fifth |
| Synth Area in XOR/XNOR | under 10% |
| Aoi share | between 10% and 20% |
| Post-DR wirelength/cell | ~17 um |
| Placer congestion estimate | between 0.7 and 0.8 |
| Core area | between 0.01 and 0.015 mm^2 |
| Worst Setup EP | fifo_full |
| Worst Hold Slack | about 440 ps |
| Final WS setup | between 100 and 150 ps |
| Syn Area/Cell | roughly 14 um^2 |
| Pwr Total | 5.471 mW |
| Top logic family | multiplexers |
| Hold Path Class | reg -> reg |
| Worst path arrival time | 2760 ps |
| Chip Area, Yosys | about 0.0043 mm^2 |
| Crit Path Max Fanout | 6 |
| Min-delay src | write_fifo.wr_ptr_bin_gry[0] |
| Post-DP HPWL | around 5500 um |
| Starting DRT DRC Count | 185 |
| Syn Inst Count | about 300 |
| CP endpoint kind | output port |
| Synth area leader | dfrtp_1 |
| Die H | approximately 120 um |
| FF-to-FF End | write_fifo.wr_ptr_bin[1] |
| Largest net degree at the start of global routing | about 58 |
| First-pass GRT wire length | between 10000 and 15000 um |
| Fraction of layout cells with a size suffix above 1 | a little under a third |
| Post-route cell area | approximately 0.0051 mm^2 |
| Worst reg-to-reg setup slack | 950 ps |
| Cell Count, Final, Fillers Out | approximately 520 |
| Post-Syn Area | 0.004280 mm^2 |
| Drt drc | 0 |
| Antenna-violating nets left | 0 |
| Initial antenna violation count | 0 |
| Starting Density | 30.84% |
| Diode count | 0 |
| And+or+nand+nor area frac | a little under 4% |
| Top Ports | 23 |
| Total grt overflow | 0 |
| Most frequent cells in the layout | dfrtp_1, mux2_2, clkdlybuf4s50_1 |
| Post-route setup TNS | 0 ps |
| Post-synth cell types | slightly above 40 |
| PwrDens | approximately 1100 mW/mm^2 |
| Area growth syn-to-layout | 18.88% |
| Total track usage | between 10% and 20% |
| Top-area cell share | about half |
| Least-Margin Pin Slew | 837.5 ps |
| Leakage Power | around 2.1 nW |
| Crit path DRT | 2880 ps |
| Fin. max-slew vios | 0 |
| Via count | between 2000 and 3000 |
| Worst r2r src | write_fifo.wr_ptr_bin[0] |
| First-pass iteration count of the detailed router | 4 |
| CP Launch Point | write_fifo.wr_ptr_bin[0] |
| Max_cap viols | 0 |
| Placed cell area | 0.004713 mm^2 |
| Die width | 121.5 um |
| TritonCTS clock tree | done |
| Ys cells | around 310 |
| Post-Synth Adder-Cell Area | roughly 3.2% |
| Vias per cell | ~5.0 |
| Ys flops | between 90 and 100 |
| Final setup skew | roughly 4.7 ps |
| Total clock sinks | 94 |
| VDD IR max | 0.3921 mV |
| Utilization after layout | between 30% and 40% |
| Log Warnings | 34 |
| Final setup fails | 0 |
| Most numerous logic cell after layout | dfrtp_1 |
| Rel. slew slack | between 40 and 50% |
| FP Rows | ~43 |
[worst min path at each step]
stage	end	cells after the start	slack [ps]
finish	write_2ff1.wr_2ff_sync[0]	0	440
global route	read_2ff1.rd_2ff_sync[0]	0	470
CTS	write_2ff1.wr_2ff_sync[0]	0	440
[registers in the layout, indices dropped and copies added, names as in the netlist]
register	cells
FIFO_MEM.fifo_mem	64
FIFO_MEM.data_out	8
read_2ff1.rd_2ff_sync	4
read_fifo.rd_ptr_bin_gry	4
write_2ff1.wr_2ff_sync	4
write_fifo.wr_ptr_bin_gry	4
read_fifo.rd_ptr_bin	3
write_fifo.wr_ptr_bin	3
[cells by family (layout without fill, tap and decap cells)]
logic type               Yosys count  after routing
AND/OR/NAND/NOR                   33             33
AND-OR/OR-AND                     54             54
adder cells (fa/ha/maj)           11             11
XOR/XNOR                          19             19
multiplexers                      75             75
buffers and inverters             21             55
flip-flops                        94             94
[timing repair]
item,in CTS,in global routing
hold buffers,0,0
setup buffers,0,0
setup endpoints to repair,0,2
gates resized,0,4
[cell type report]
type | instances | area (um^2) | share of cell area (%)
repair buffers | 28 | 260.3 | 5.114
inverters | 7 | 26.28 | 0.5164
flip-flops and latches | 94 | 2395 | 47.06
well taps | 180 | 225.2 | 4.426
clock inverters | 5 | 37.54 | 0.7376
clock buffers | 15 | 321.6 | 6.319
multi-input cells | 192 | 1823 | 35.82
[critical path, stage by stage, from the launching register on]
cell	delay (ps)
dfrtp_1	460
ha_1	280
ha_4	310
xnor3_1	390
or3_4	410
nor2_1	120
clkdlybuf4s50_1	460
[Yosys cell counts, drive strengths merged]
cell type and number:
dfrtp 86, mux2 70, nand2 12, clkbuf 11, ha 11, xnor2 10
a221oi 8, edfxtp 8, o21ai 8, a21o 7, a21oi 7, inv 7
nor2 7, a222oi 6, xor2 6, a22o 5, mux2i 5, nand3 4
nor2b 4, a31oi 3, buf 3, xnor3 3, a2111oi 2, a21boi 2
a22oi 2, a32oi 2, a2111o 1, and2 1, and4b 1, nand4b 1
nor3 1, o21bai 1, or3 1, or4 1
[per-layer routing]
| layer | wire [um] | up-vias | GRT usage, % |
|---|---|---|---|
| met4 | 121 | 0 | 1.775 |
| met2 | 4222 | 53 | 20.56 |
| met1 | 4189 | 1349 | 20.85 |
| met3 | 365 | 10 | 2.975 |
| li1 | - | 1195 | - |
| met5 | 0 | - | 0 |
[report_power, final]
part / total, mW / leakage, nW / switching, mW / internal [mW]
sequential: 1.94 / 1.09 / 0.312 / 1.63
clock: 1.07 / 0.170 / 0.433 / 0.639
combinational: 2.46 / 0.872 / 1.13 / 1.33
Power is estimated from default activity; no workload was simulated.
